File: /design/flow/config.mk
export PLATFORM = sky130hd
export DESIGN_NAME = top
export DESIGN_NICKNAME = top
export VERILOG_FILES = /design/flow/design.v
export SDC_FILE = /design/flow/constraint.sdc
export NUM_CORES = 4
export LEC_CHECK = 1
export CORE_AREA = 10 10 70 70
export DIE_AREA = 0 0 80 80
File: /design/flow/constraint.sdc
current_design top

set clk_period 1.9
set clk_io_pct 0.2

create_clock -name clk0 -period $clk_period

set non_clock_inputs [all_inputs -no_clocks]
set_input_delay [expr $clk_period * $clk_io_pct] -clock clk0 $non_clock_inputs
set_output_delay [expr $clk_period * $clk_io_pct] -clock clk0 [all_outputs]
File: /design/flow/design.v
module bcd7seg(
	input [3:0] b,
	output reg [6:0] h
);
always@(b) begin
	case (b)
	4'd0: h<=7'b000_0001;
	4'd1: h<=7'b100_1111;
	4'd2: h<=7'b001_0010;
	4'd3: h<=7'b000_0110;
	4'd4: h<=7'b100_1100;
	4'd5: h<=7'b010_0100;
	4'd6: h<=7'b010_0000;
	4'd7: h<=7'b000_1111;
	4'd8: h<=7'b000_0000;
	4'd9: h<=7'b000_0100;
	default: h<=7'b000_0001;
	endcase
end
endmodule
module encoder83(x,en,y, indicate);
  input  [7:0] x;
  input  en;
  output reg [2:0]y;
  output reg indicate;
  integer i;
  always @(x or en) begin
    if (en) begin
      y = 0;
      if (x != 0) indicate <= 1'b1;
      else indicate <= 1'b0;
      for( i = 0; i <= 7; i = i+1)
          if(x[i] == 1)  y = i[2:0];
    end
    else  y = 0;
  end
endmodule
module top(
    input [7:0]sw,
    input en,
    input clk,
    input rst,
    output reg [2:0] led_out,
    output reg indicate,
    output reg [6:0] seg_out
);
wire [2:0]w;
assign led_out = w;
encoder83 encdr(
    .x(sw),
    .en(en),
    .y(w),
    .indicate(indicate)
);
bcd7seg seg0(
    .b({1'b0,w}),
    .h(seg_out)
);
endmodule
File: /design/flow/run.sh
#!/bin/bash
# OpenROAD 26Q1-2900-gdf79404cd8, Yosys 0.63+post, stock flow scripts
make -C /OpenROAD-flow-scripts/flow DESIGN_CONFIG=/design/flow/config.mk WORK_HOME=/design/flow/orfs finish
==> impl_metrics.env <==
# implementation run metrics
export IMPL_num_fill_cells=367
export IMPL_setup_slack_ps=-176
export IMPL_crit_fanout=2
export IMPL_hp_start="sw[3]"
export IMPL_ant_nets=0
export IMPL_critical_path_class="in2out"
export IMPL_hold_violations=0
export IMPL_antenna_cells=0
export IMPL_worstPathRequired_ps=1520
export IMPL_core_area_um2=3420
export IMPL_min_period_ps=2080
export IMPL_drive_above_1_share_pct=85.1
export IMPL_busiest_layer="met1"
export IMPL_largest_area_cell="ha_1"
export IMPL_final_cell_mix="16 x buf_6, 10 x buf_4, 5 x buf_2, 4 x ha_4, 3 x nor2_4"
export IMPL_crit_buf_inv=3
export IMPL_grt_total_usage_pct=4.09
export IMPL_largest_register="encdr.indicate"
export IMPL_failed_checks="negative setup slack"
export IMPL_warning_count=40
export IMPL_yosysWarningCount=3
export IMPL_topCellsByArea="ha_1 25%, o311a_2 8.9%, nor2_1 5.9%"
export IMPL_hold_worst_slack_ps=1120
export IMPL_p_int_uw=113
export IMPL_status="finished, violations left"
export IMPL_final_common_cell="buf_6"
export IMPL_synth_top_cell_area_share_pct=24.8
export IMPL_unclocked_regs=1
export IMPL_wl_per_cell_um=12.3
export IMPL_power_frac_clock_pct=0
export IMPL_max_cap_violations=0
export IMPL_cp_start_kind="input port"
export IMPL_use_met2_pct=4.82
export IMPL_hold_path_class="in2out"
export IMPL_crit_family="AND-OR/OR-AND gates"
export IMPL_slowest_stage="ha_1"
export IMPL_rsz0062_at_grt="true"
export IMPL_vias=391
export IMPL_grt_antenna_before_repair=0
export IMPL_drc=0
export IMPL_p_leak_uw=0.000348
export IMPL_syn_cell_area_um2=253
export IMPL_cts_hold_fix_buffers=0
export IMPL_hold_depth=3
export IMPL_syn_inst=33
export IMPL_fin_setup_tns_ps=-672
export IMPL_worstHoldEndpoint="seg_out[2]"
export IMPL_drv_slew=0
export IMPL_crit_top_cell="buf_6"
export IMPL_fp_util_pct=7.40
export IMPL_max_freq_mhz=482
export IMPL_routed_wl_mm=1.39
export IMPL_gr_usage_met3_pct=1.25
export IMPL_pwr_share_comb_pct=99.6
export IMPL_critical_path_cell_chain="buf_6 > nor2b_4 > o21ba_4 > o311ai_4 > ha_1 > and3_4 > buf_6 > buf_6"
export IMPL_portBuffers=20
export IMPL_vias_per_cell=3.46
export IMPL_power_frac_seq_pct=0.4
export IMPL_worst_pin_slew_ps=261
export IMPL_cp_arrival_ps=1700
export IMPL_ioPinCount=22
export IMPL_fin_crit_sh_pct=109
export IMPL_grt_pass1_vias=419
export IMPL_p_per_area_nw_per_um2=225
export IMPL_peakVddDrop_mv=0.102
export IMPL_max_stage_delay_ps=280
export IMPL_gp_congestion=0.797
export IMPL_finalPower_uw=186
export IMPL_area_growth_pct=227
export IMPL_finalSetupViolCount=7
export IMPL_use_met1_pct=6.99
export IMPL_numSynthFlops=1
export IMPL_grt_pass1_wl_mm=2.19
export IMPL_die_y_um=80
export IMPL_largest_register_ffs=1
export IMPL_place_area_um2=584
export IMPL_drtPass1Iterations=3
export IMPL_setup_worst_path_end_class="primary output"
export IMPL_syn_area_per_cell_um2=7.66
export IMPL_drt_initial_drc_count=4
export IMPL_dieArea_um2=6400
export IMPL_ys_cells=33
export IMPL_hpwl_um=914
export IMPL_num_rows=21
export IMPL_grt_max_degree=8
export IMPL_reg_top3="encdr.indicate: 1 flops"
export IMPL_p_switching_uw=73.0
export IMPL_relSlewSlack_pct=82.5
export IMPL_ys_types=21
export IMPL_netSwitchingFraction_pct=39.3
export IMPL_gr_total_overflow=0
export IMPL_fin_area_um2=826
export IMPL_die_w_um=80
export IMPL_yosysChipArea_um2=253
export IMPL_untimed_endpoints=2
[tightest hold or removal path, cell delays in order]
cell     delay (ps)
buf_6            90
o311a_4         190
buf_6            70
[layer usage]
layer | vias to the layer above | wire length (um)
met5 | - | 0
met4 | 0 | 0
met1 | 177 | 781
met3 | 0 | 121
met2 | 20 | 482
li1 | 194 | -
[area by class of cell]
type                       instances  area, um^2  area share (%)
tap                               46        57.6            6.97
timing repair buffer              36         333            40.3
sequential                         1        15.0            1.82
inverter                           1        3.75           0.455
multi-input combinational         29         417            50.5
[through the flow]
| step | cells | setup WS (ps) | util [%] |
|---|---|---|---|
| after floorplan | 33 | 25.2 | - |
| final | 113 | -176 | 24.2 |
| after detailed placement | 107 | -934 | 17.1 |
| after CTS | 111 | -251 | 21.5 |
| after global routing | 113 | -213 | 24.2 |
| after global placement | 107 | -936 | 17.1 |
[cells in the mapped netlist, drive strengths merged]
master / number
ha: 5
o41ai: 1
mux2: 1
or4b: 1
a21oi: 2
nand2b: 1
nor2b: 1
o21ba: 1
or4: 1
nand2: 3
o311a: 2
clkbuf: 2
o311ai: 1
dlxtp: 1
o211ai: 1
inv: 1
and2: 2
o31ai: 1
nor2: 4
and3: 1
[kinds of logic after synthesis]
logic type | after synthesis | synth area share [%]
compound gates | 9 | 29.7
fa+ha+maj | 5 | 24.8
buf+inv | 3 | 4.95
latches | 1 | 5.94
mux | 1 | 4.46
simple gates | 14 | 30.2
[power groups by stage]
stage	Sequential (uW)	Combinational [uW]	Clock, uW
after CTS	0.794	158	0
after global routing	0.797	200	0
final	0.795	185	0
[worst max-delay path by stage]
stage         startpoint         end  slack, ps  cells after the start
finish             sw[1]  seg_out[5]       -180                      8
global route       sw[1]  seg_out[5]       -210                      8
CTS                sw[1]  seg_out[5]       -250                      8
[timing repair]
| item | in CTS | in global routing |
|---|---|---|
| pin swaps | 14 | 8 |
| endpoints found under the setup margin | 10 | 9 |
| gates resized | 96 | 20 |
| setup buffers | 5 | 3 |
