--- ./design.v ---
module adder(
	input [3:0] A,
	input [3:0] B,
	output [3:0] result,
	output carry,
	output zero,
	output overflow
);
assign {carry,result} = A + B;
assign overflow = (A[3] == B[3])&&(result[3] != A[3]);
assign zero = ~(|result);
endmodule
--- ./config.mk ---
export PLATFORM = sky130hd
export DESIGN_NAME = adder
export DESIGN_NICKNAME = adder
export VERILOG_FILES = /design/flow/design.v
export SDC_FILE = /design/flow/constraint.sdc
export NUM_CORES = 4
export LEC_CHECK = 1
export CORE_AREA = 10 10 70 70
export DIE_AREA = 0 0 80 80
--- ./run.sh ---
#!/bin/bash
# OpenROAD 26Q1-2900-gdf79404cd8, Yosys 0.63+post, stock flow scripts
make -C /OpenROAD-flow-scripts/flow DESIGN_CONFIG=/design/flow/config.mk WORK_HOME=/design/flow/orfs finish
--- ./constraint.sdc ---
current_design adder

set clk_period 2.0
set clk_io_pct 0.2

create_clock -name clk0 -period $clk_period

set non_clock_inputs [all_inputs -no_clocks]
set_input_delay [expr $clk_period * $clk_io_pct] -clock clk0 $non_clock_inputs
set_output_delay [expr $clk_period * $clk_io_pct] -clock clk0 [all_outputs]
==> reports/metrics.cfg <==
[placement]
globalplace.congestion=0.8094
detailed_place_hpwl_um=601.8
post_dp_cell_area_um2=411.6
io_buffers=15

[cells_and_area]
fillers=388
layout.clock_buffers=0
area_delta_synth_final_pct=175.2
final_core_util_pct=14.62
register_area_um2=0
drive_gt1_share_pct=61.36
layout.cell_area.non_filler_um2=499.2
design.seq.count=0

[outcome]
violations_in_the_final_reports=negative setup slack
outcome=finished with violations

[routing]
number_of_diodes=0
wl_per_cell_um=8.978
drt_pass1_iterations=2
ant_nets=0
drt_iter0_markers=1
overall_via_count_from_detail_route=237
drt_drc_violations_left=0
route.final.wire_length_um=808
routed_via_density=2.633

[sta]
slew_headroom_pct=91.02
max_clock_freq_mhz=487.1
timing.final.max_slew_violations=0
rsz0062_at_grt=true
layout_worst_path_cycle_share_pct=102.6
tightestPinTransition_ns=0.1309
finalHoldViolations=0
final.setup.tns_ns=-0.1243
final.setup.worst_slack_ns=-0.05278
finalSetupViolations=3
timing.final.crit_period_ns=2.053
fin_hold_ws_ns=1.286

[pwr]
maximum_ir_drop_on_the_vdd_rail_mv=0.08448
swShare_pct=34.62
leakage_nw=0.2266
power_density_nw_per_um2=289.3
share_clk_of_total_power_pct=0
cellInternalPower_mw=0.09442
sequentialPowerShare_pct=0
net-switching-power_mw=0.05001
finalPower_mw=0.1444
comb_power_share_pct=100.0

[setup_path]
timing.critical_path.to_type=output port
critical_path.cell_chain=buf_4 -> ha_4 -> a21o_1 -> a21oi_4 -> buf_4 -> mux2_4 -> buf_2
timing.critical_path.required_ns=1.60
cpPeakStageDelay_ns=0.29
critical_path.startpoint_type=input pin
critPathKind=input pin to output port
worstPathMaxFanout=2
cp_common_cell=sky130_fd_sc_hd__buf_4
critPathSlowestCell=sky130_fd_sc_hd__mux2_4
crit_arrival_ns=1.65

[yosys]
synth-cells-yosys=19
leading_cell_types_by_count_after_synthesis=sky130_fd_sc_hd__ha_1 (4), sky130_fd_sc_hd__a21o_1 (3), sky130_fd_sc_hd__nor2_1 (2), sky130_fd_sc_hd__xnor2_1 (2)
synthesis.yosys.warnings=0
top_area_share_pct=27.59
yosys-stat-area_um2=181.4
post_synth_main_area_contributors=sky130_fd_sc_hd__ha_1 (28%), sky130_fd_sc_hd__a21o_1 (12%), sky130_fd_sc_hd__fa_1 (11%)
syn-mean-instance-area_um2=9.549
syn-instance-count=19
yosys.stat.seqShare_pct=0
largest_area_cell=sky130_fd_sc_hd__ha_1
count_of_different_cell_masters_after_synthesis=12
yosys.cell_count.top_type=sky130_fd_sc_hd__ha_1
synth_area_um2=181.4

[floorplanning]
design.portCount=15
design.core.area_um2=3416
std_cell_rows=21
die_y_um=80
chipWidth_um=80
fp_util_pct=5.311
chip_area_um2=6400

[global_routing]
grt_pass1_vias=292
grt_usage_pct=2.591
grt_antenna_before_repair=0
grt_remaining_overflow=0
grt_max_degree=6
first_pass_grt_wire_length_um=1380

[clock_tree]
ctsHoldBuffers=0

[worst_hold_path]
worst_hold_path_type=input pin to output port

[run]
openroad.warnings=34
timing.max_cap.violations=0

final cells by class:
class | count | area, um2 | area share (%)
timing repair buffer | 25 | 197.7 | 39.60
multi-input combinational | 18 | 240.2 | 48.12
inverter | 1 | 3.754 | 0.7519
tap | 46 | 57.56 | 11.53
cells in the final DEF, fill, tap and decap left out, drive strengths merged:
cell           Yosys  final
a21o               3      3
nand3              1      1
nand3b             1      1
a21oi              1      1
xnor2              2      2
ha                 4      4
fa                 1      1
clkdlybuf4s15      0      1
buf                0     18
nor2b              1      1
mux2i              1      1
inv                1      1
dlygate4sd2        0      5
clkdlybuf4s50      0      1
nor2               2      2
mux2               1      1
power by group through the flow:
stage | combinational [mW] | clock [mW] | sequential [mW]
CTS | 0.141 | 0 | 0
global route | 0.162 | 0 | 0
finish | 0.144 | 0 | 0
cells by family (layout without fill, tap and decap cells):
kind of cell    after synthesis  count (layout)  share of synthesized area, %
simple gates                  5               5                         14.49
buf+inv                       1              26                         2.067
xor+xnor                      2               2                         9.657
fa+ha+maj                     5               5                         38.62
compound gates                4               4                         21.38
mux                           2               2                         13.79
metal layers:
metal  up-vias  global-route usage [%]  wire (um)
li1        120                       -          -
met1       102                   3.780        443
met2        15                   3.451        239
met3         0                   1.364        125
met4         0                       0          0
met5         -                       0          0
worst max-delay path: cells and delay by family:
family | cells | cell delay [ns]
mux | 1 | 0.29
fa+ha+maj | 1 | 0.22
compound gates | 2 | 0.36
buf+inv | 3 | 0.37
path summary, 6_finish.rpt:
check / slack [ns] / startpoint / depth (start not counted) / end
hold / removal: 1.29 / A[0] / 6 / zero
setup / recovery: -0.05 / B[1] / 7 / overflow
what timing repair did:
item	CTS	global route
buffers inserted	5	2
pin swaps	10	3
gates resized	47	0
endpoints found under the setup margin	6	4
per-stage QoR:
step | worst slack, ns | cells
after floorplan | 0.2212 | 19
after global placement | -0.8868 | 83
after detailed placement | -0.8945 | 83
after CTS | -0.1088 | 88
after global routing | -0.1486 | 90
final | -0.05278 | 90
Power is estimated from default activity; no workload was simulated.
